## /design/flow/constraint.sdc

```tcl
current_design pacman_hdmi

set clk_period 46.0
set clk_io_pct 0.2

create_clock -name clk0 -period $clk_period [get_ports {clk}]

set non_clock_inputs [all_inputs -no_clocks]
set_input_delay [expr $clk_period * $clk_io_pct] -clock clk0 $non_clock_inputs
set_output_delay [expr $clk_period * $clk_io_pct] -clock clk0 [all_outputs]
```

## /design/flow/run.sh

```bash
#!/bin/bash
# OpenROAD 26Q1-2900-gdf79404cd8, Yosys 0.63+post, stock flow scripts
make -C /OpenROAD-flow-scripts/flow DESIGN_CONFIG=/design/flow/config.mk WORK_HOME=/design/flow/orfs finish
```

## /design/flow/config.mk

```make
export PLATFORM = sky130hd
export DESIGN_NAME = pacman_hdmi
export DESIGN_NICKNAME = pacman_hdmi
export VERILOG_FILES = /design/flow/design.v
export SDC_FILE = /design/flow/constraint.sdc
export NUM_CORES = 4
export LEC_CHECK = 1
export CORE_AREA = 10 10 395 395
export DIE_AREA = 0 0 405 405
```

## /design/flow/design.v

```verilog
module pacman_hdmi (input clk,
                    output reg [1023:0] video_out);
  reg [9:0] x;
  reg [9:0] y;
  reg [3:0] state;
  always @(posedge clk) begin
    case (state)
      4'b0000: begin
        x <= x + 1;
        if (x == 10'd100)
          state <= 4'b0001;
      end
      4'b0001: begin
        y <= y + 1;
        if (y == 10'd100)
          state <= 4'b0010;
      end
      4'b0010: begin
        x <= x - 1;
        if (x == 10'd0)
          state <= 4'b0011;
      end
      4'b0011: begin
        y <= y - 1;
        if (y == 10'd0)
          state <= 4'b0000;
      end
    endcase
  end
  always @(*) begin
    video_out = 1023'b0;
    video_out[y*10+x] = 1;
  end
endmodule
```

==> out/metrics.csv <==
stage,metric,value,unit
outcome,status,completed,
worst_setup_path,Worst EP required,36.80,ns
worst_setup_path,Crit Path Class,flop to primary output,
grt,initial antenna violation count,11,
final_layout,non-filler instance count after layout,4576,
grt,largest net degree at the start of global routing,74,
clock_tree,postcts setup bufs,0,
pwr,static leakage,0.00667,uW
worst_hold_path,worst hold start,state[0]$_DFF_P_,
clock_tree,Clock H-tree levels,1,
sta,Max-slew headroom,35.4,%
routing,DR vias/cell,3.81,
synth,"FFs w/ async S/R, synth",0,%
die,Die Width,405,um
die,cell row count,141,
worst_setup_path,crit path max fanout,73,
clock_tree,CTS tree,yes,
synth,Cells after Synth,1803,
final_layout,share of cells above drive strength 1,5.01,%
clock_tree,clk root buf,clkbuf_16,
synth,yosys stat chip area,0.00966,sq mm
final_layout,Seq. cell area,681,sq um
sta,# setup viols final,0,
synth,"Seq/Total Area, Yosys",7.05,%
sta,fmax,0.0611,GHz
pwr,Worst IR Drop VDD,0.0112,mV
worst_setup_path,Critical Path Source,y[1]$_DFFE_PP_,
final_layout,Final Cell Area,0.0222,sq mm
grt,vias in the first global route,16199,
synth,synthesized flop and latch total,24,
routing,"wirelength, routed",103,mm
worst_setup_path,worst r2r path cells,8,
synth,mapped cell area,0.00966,sq mm
sta,PnR worst setup slack,29.64,ns
sta,worst clock skew,0.00490,ns
routing,Iter 0 DRT Violations,1731,
worst_setup_path,critical path arrival,7.16,ns
sta,Final Max Slew Viols,0,
die,chip area,0.164,sq mm
clock_tree,clock slew at reported path FFs,0.06,ns
worst_hold_path,Worst Hold Class,flop to flop,
sta,fin crit share,35.6,%
placement,pre-CTS WS,30.00,ns
sta,RSZ-0062 raised after global routing,no,
worst_setup_path,worst r2r src,state[1]$_DFF_P_,
final_layout,Final Util,15.0,%
final_layout,most frequent cells in the layout,"1024 x clkdlybuf4s50_1, 744 x nor3_1, 332 x nor2_1",
clock_tree,CTS Sinks,24,
synth,cells in synth_stat.txt,1803,
die,core footprint,0.147,sq mm
grt,overall global routing resource usage,11.5,%
grt,grt ovf,0,
die,fp util,6.55,%
placement,post-place instance area,0.0220,sq mm
clock_tree,PostCTS Resize Cnt,0,
sta,setup TNS,0,ns
synth,Mean Syn Cell Area,5.36,sq um
placement,dpl cells,4560,
placement,port bufs,1024,
routing,DRT antenna net count,0,
sta,final hold vios,0,
routing,# DRC,0,
synth,Dominant flop cell,edfxtp_1,
job,count of tool warnings,26,
worst_setup_path,Startpoint Class,flop,
job,Max-Cap Viols,0,
routing,via count,17435,
final_layout,Commonest Layout Cell,clkdlybuf4s50_1,
placement,RD Place Congestion,0.905,
worst_setup_path,Worst setup EP type,primary output,
clock_tree,Clock Path Buffers,2,
die,Chip Height,405,um
final_layout,Logic cell area,0.00802,sq mm
synth,synth warn,1,
routing,routed len/inst,22.4,um
pwr,PwrDens,2.16,mW/mm^2
final_layout,Filler Cell Count,16764,
placement,HPWL after detailed placement,79.8,mm
clock_tree,clk ins delay skew pair,0.26,ns
sta,min cycle time layout,16.36,ns
grt,first-pass GRT wire length,134,mm
die,Top Ports,1025,
clock_tree,hold buffers post-CTS,0,
sta,Slew @ Worst Pin,0.962,ns
synth,"EDFF count, synth",20,
final_layout,"Area growth, synth to finish",130,%
synth,Netlist cell types,67,
routing,DR pass1 iterations,5,
clock_tree,CTS Buf Count,3,
worst_hold_path,Hold Path Cell Cnt,2,
[worst max-delay path, stage by stage, from the launching register on]
cell             delay, ns
edfxtp_1              0.44
ha_1                  0.32
ha_1                  0.23
fa_1                  0.47
a21o_1                0.19
a21oi_1               0.21
o21bai_1              0.09
a21oi_1               0.21
o21ai_0               0.14
xor2_1                0.18
ha_1                  0.41
a21o_1                0.23
a31oi_1               0.20
o2111ai_1             0.19
nor2b_1               0.18
ha_1                  0.24
or2_2                 0.30
o22a_2                0.18
o41ai_1               0.09
o21ai_1               0.19
or4_4                 0.88
buf_4                 0.46
nor3_1                0.29
clkdlybuf4s50_1       0.51
[final cells by class]
class                           count  area share [%]
Clock inverter                      1           0.135
Tap cell                         1930            10.9
Multi-Input combinational cell   1473            36.1
Sequential cell                    24            3.07
Inverter                           35           0.592
Antenna cell                       12           0.135
Timing Repair Buffer             1098            48.7
Clock buffer                        3           0.338
[where the power goes]
| part | total [uW] | leakage, uW | internal, uW | switching, uW |
|---|---|---|---|---|
| sequential | 23.2 | 0.000265 | 23.2 | 0 |
| clock | 24.8 | 0.0000511 | 17.3 | 7.53 |
| combinational | 0.00635 | 0.00635 | 0 | 0 |
[worst paths after layout]
kind / slack, ns / endpoint
setup / recovery: 29.64 / video_out[478]
hold / removal: 0.47 / state[2]$_DFF_P_
setup reg to reg: 43.31 / x[9]$_DFFE_PP_
hold reg to reg: 0.47 / state[2]$_DFF_P_
[metrics by stage]
step | hold WS (ns) | total power, uW
global placement | 0.456 | 23.7
CTS | 0.469 | 48.4
finish | 0.466 | 48.0
floorplan | 0.427 | 23.7
global route | 0.511 | 49.3
detailed placement | 0.453 | 23.7
[sequential cells by signal, summed over array words and instances (netlist names)]
name / flops
x: 10
y: 10
state: 4
[cells in the mapped netlist, drive strengths merged (3+ instances only)]
cell type	n	area share, %
a2111oi	4	0.62
a211oi	4	0.31
a21o	19	1.5
a21oi	18	0.93
a22o	4	0.36
a31oi	4	0.26
and2	12	0.83
and3	7	0.51
and4	3	0.28
buf	33	1.7
clkbuf	238	9.2
dfxtp	4	0.83
edfxtp	20	6.2
fa	4	0.83
ha	56	7.3
inv	35	1.4
nand2	106	4.1
nand3	36	1.9
nand4	12	0.78
nor2	332	13
nor2b	4	0.26
nor3	744	39
nor4	3	0.19
o211ai	4	0.41
o21a	4	0.31
o21ai	14	0.73
o21bai	4	0.31
or2	8	0.52
or4	7	0.54
xnor2	18	1.6
xor2	15	1.4
[cells by family (layout without fill, tap and decap cells)]
kind of cell / Yosys count / after routing / share of synthesized area [%]
and+or+nand+nor: 1280 / 1280 / 61.8
adders and majority gates: 60 / 60 / 8.08
muxes: 1 / 1 / 0.104
DFF: 24 / 24 / 7.05
buffers and inverters: 306 / 1137 / 12.3
xor gates and xnor gates: 33 / 33 / 2.99
other: 0 / 12 / 0
AOI/OAI and AO/OA: 99 / 99 / 7.69
[per-layer routing]
metal	GRT usage (%)	wire length [um]	up-vias
met1	14.1	39700	8195
met3	3.80	11000	171
met4	4.02	4320	0
met5	0	0	-
li1	-	-	7961
met2	19.0	47700	1108
Power is estimated from default activity; no workload was simulated.
