===== /design/flow/run.sh =====
#!/bin/bash
# OpenROAD 26Q1-2900-gdf79404cd8, Yosys 0.63+post, stock flow scripts
make -C /OpenROAD-flow-scripts/flow DESIGN_CONFIG=/design/flow/config.mk WORK_HOME=/design/flow/orfs finish

===== /design/flow/config.mk =====
export PLATFORM = sky130hd
export DESIGN_NAME = uart
export DESIGN_NICKNAME = uart
export VERILOG_FILES = /design/flow/design.v
export SDC_FILE = /design/flow/constraint.sdc
export NUM_CORES = 4
export LEC_CHECK = 1
export CORE_AREA = 10 10 77 77
export DIE_AREA = 0 0 87 87

===== /design/flow/constraint.sdc =====
current_design uart

set clk_period 2.3
set clk_io_pct 0.2

create_clock -name clk0 -period $clk_period [get_ports {clk}]

set non_clock_inputs [all_inputs -no_clocks]
set_input_delay [expr $clk_period * $clk_io_pct] -clock clk0 $non_clock_inputs
set_output_delay [expr $clk_period * $clk_io_pct] -clock clk0 [all_outputs]

===== /design/flow/design.v =====
module uart(
    input clk,
    input rst_n,
    input [7:0] data_in,
    input start,
    output reg [7:0] data_out,
    output reg done
);
parameter BAUD_RATE = 9600;
parameter BIT_PERIOD = 1000000000 / BAUD_RATE;  
reg [3:0] state;
reg [7:0] shift_reg;
reg [3:0] bit_count;
reg start_bit, stop_bit;
reg tx_active;
parameter IDLE = 4'd0;
parameter START_BIT = 4'd1;
parameter DATA_BITS = 4'd2;
parameter PARITY_BIT = 4'd3;
parameter STOP_BIT = 4'd4;
always @(posedge clk or negedge rst_n) begin
    if (!rst_n) begin
        state <= IDLE;
        shift_reg <= 8'b0;
        bit_count <= 4'd0;
        start_bit <= 1'b0;
        stop_bit <= 1'b0;
        tx_active <= 1'b0;
        done <= 1'b0;
        data_out <= 8'b0;
    end else begin
        case (state)
            IDLE: begin
                if (start) begin
                    shift_reg <= data_in;
                    bit_count <= 4'd0;
                    start_bit <= 1'b1;
                    stop_bit <= 1'b0;
                    tx_active <= 1'b1;
                    state <= START_BIT;
                end else begin
                    tx_active <= 1'b0;
                    done <= 1'b0;
                end
            end
            START_BIT: begin
                if (bit_count == 4'd0) begin
                    data_out <= 8'b0;
                end else if (bit_count >= 4'd1 && bit_count <= 4'd8) begin
                    data_out[bit_count-1] <= shift_reg[bit_count-1];
                end else if (bit_count == 4'd9) begin
                    data_out[7] <= 1'b0;  
                    stop_bit <= 1'b0;
                    for (int i=0; i<8; i=i+1) begin
                        stop_bit <= stop_bit ^ data_out[i];
                    end
                    state <= STOP_BIT;
                end
                bit_count <= bit_count + 1;
            end
            DATA_BITS: begin
                if (bit_count == 4'd9) begin
                    stop_bit <= 1'b1;
                    state <= PARITY_BIT;
                end else begin
                    bit_count <= bit_count + 1;
                end
            end
            PARITY_BIT: begin
                if (bit_count == 4'd10) begin
                    state <= STOP_BIT;
                end else begin
                    bit_count <= bit_count + 1;
                end
            end
            STOP_BIT: begin
                if (bit_count == 4'd11) begin
                    done <= 1'b1;
                    tx_active <= 1'b0;
                    state <= IDLE;
                end else begin
                    bit_count <= bit_count + 1;
                end
            end
            default: begin
                state <= IDLE;
            end
        endcase
    end
end
always @(posedge clk) begin
    if (tx_active) begin
        shift_reg <= {1'b0, shift_reg[7:1]};
    end
end
endmodule

==> flow_summary.json <==
{
  "fp_util_pct": 29.4,
  "period_minus_slack_ns": 2.46,
  "drc": 0,
  "final.setup_skew_ns": 0.00480,
  "antenna_found_initial": 0,
  "ys_area_sq_mm": 0.00128,
  "report.final.hold_viol_count": 0,
  "clock_sinks": 17,
  "setup_viol": 4,
  "routed_wl_microns": 3180,
  "stdcell_count": 226,
  "grt_pass1_vias": 1231,
  "vdd_drop_max_mv": 0.582,
  "worstSetupPathType": "reg -> reg",
  "cts_tree": "done",
  "top_cell": "nand2_1",
  "edf_count": 0,
  "crit_path_end_kind": "register",
  "cp_data_arrival_time_ns": 2.58,
  "p_leak_nw": 0.796,
  "grt_pass1_wl_microns": 5690,
  "io_buffers": 11,
  "status": "complete, but fails checks",
  "synthDistinctLibCells": 52,
  "tightest_slew_ns": 0.361,
  "netlist_instances": 139,
  "die_area_sq_mm": 0.00757,
  "via_count": 1177,
  "syn_to_final_growth_pct": 45.6,
  "dp_hpwl_microns": 2470,
  "rsz0062_at_grt": "yes",
  "die_y_microns": 87,
  "crit_required_ns": 2.42,
  "grt.total_usage_pct": 8.81,
  "insertion_delay_ns": 0.25,
  "fin_setup_tns_ns": -0.463,
  "yosys.area.top_type_share_pct": 31.3,
  "hold_start": "data_out[7]",
  "power.density_mw_per_mm2": 1510,
  "via_per_inst": 5.21,
  "power_mw": 2.82,
  "cts_max_level": 1,
  "wl_per_cell_microns": 14.1,
  "violations": "negative setup slack",
  "grt_max_degree": 18,
  "async_reset_ff_share_pct": 100,
  "io_pins": 20,
  "drt_iter0_drc": 51,
  "hold_path_class": "reg -> reg",
  "yosys.stat.seqShare_pct": 33.3,
  "yosysWarnings": 17,
  "ff_type": "dfrtp_1",
  "overflow": 0,
  "regToRegStartpoint": "bit_count[1]",
  "synth.avg_cell_area_sq_um": 9.21,
  "drv_cap": 0,
  "synth_flops": 17,
  "fin_crit_sh_pct": 107,
  "firstDrtPassIters": 4,
  "coreArea_sq_mm": 0.00435,
  "fill_cells": 408,
  "post-place-ws_ns": -0.252,
  "ant_nets": 0,
  "yosys-stat-cells": 139,
  "top_area_cell": "dfrtp_1",
  "diodes": 0,
  "rows": 24,
  "crit_start": "bit_count[1]",
  "place_congestion": 0.902,
  "cts.path.max_buffers": 2,
  "numCtsBuffers": 3,
  "fmax_ghz": 0.407,
  "drive_gt1_share_pct": 36.2,
  "slew_violations": 0,
  "common_cells": "17 x nand2_1, 16 x dfrtp_1, 15 x ha_1",
  "synth_area_sq_mm": 0.00128,
  "warnings": 43,
  "clk_pin_slew_worst_paths_ns": 0.07,
  "topCellsByArea": "dfrtp_1 31%, ha_1 15%, nand2_1 5.0%, a21oi_1 2.7%, nor3b_1 2.3%",
  "critPathMaxFanout": 6,
  "fin_ws_ns": -0.158,
  "cts_root_buf": "clkbuf_8",
  "maxSlewHeadroom_pct": 75.8,
  "die_w_microns": 87,
  "start_kind": "register",
  "dpl.cell_count": 219
}
[placed cells by master (no fill, tap or decap), types with 2 or more instances in the layout]
cell type / count
ha_2: 3
or3_1: 2
nand2_2: 3
dfrtp_1: 15
nand4_1: 3
nand3b_1: 2
inv_1: 4
nor3b_1: 2
nand3_2: 2
ha_4: 6
o211ai_1: 3
ha_1: 6
nand2_1: 14
xnor2_4: 2
buf_4: 26
clkdlybuf4s50_1: 11
inv_4: 2
a211o_1: 2
a21oi_1: 7
o211a_1: 2
a31oi_1: 2
clkbuf_8: 3
nor2_1: 5
and3_1: 3
nor2b_1: 3
nor3_1: 5
[path summary, 6_finish.rpt]
| check | endpoint | slack (ns) | cells after the start |
|---|---|---|---|
| setup / recovery | data_out[0] | -0.16 | 11 |
| hold / removal | data_out[7] | 0.49 | 1 |
| setup reg to reg | data_out[0] | -0.16 | 11 |
| hold reg to reg | data_out[7] | 0.49 | 1 |
| max in group asynchronous | state[0] | 1.53 | 2 |
| min in group asynchronous | bit_count[2] | 0.53 | 2 |
[registers in the layout (all words and copies together), names as in the netlist]
register / flops
done: 1
state: 4
data_out: 8
bit_count: 4
[metal layers]
metal / vias up / part of all wire (%) / wire [microns] / GRT usage [%]
met5: - / 0 / 0 / 0
met1: 580 / 48 / 1530 / 12.3
met2: 13 / 48 / 1540 / 14.7
li1: 582 / - / - / -
met4: 0 / 1.3 / 40 / 1.47
met3: 2 / 2.2 / 69 / 0.755
[cells by family after synthesis]
| group | share of synthesized area, % |
|---|---|
| simple gates | 23.8 |
| flops | 33.3 |
| buf+inv | 4.40 |
| compound gates | 20.5 |
| xor+xnor | 3.32 |
| fa+ha+maj | 14.7 |
[repair_timing]
item | CTS | global route
hold buffers | 0 | 0
setup endpoints to repair | 4 | 4
pin swaps | 13 | 1
buffers inserted | 3 | 0
endpoints found under the hold margin | 0 | 0
resized | 6 | 3
[worst max-delay path, stage by stage (launching register included)]
cell	delay, ns
dfrtp_1	0.41
inv_4	0.11
ha_2	0.21
a21boi_4	0.08
xnor2_4	0.27
nand2_2	0.11
ha_4	0.26
nor4bb_2	0.25
nand4_1	0.24
o31ai_2	0.13
a31o_2	0.18
o211ai_1	0.07
[power by group]
group	switching (mW)	internal, mW	leakage (nW)	total (mW)
clock	0.0992	0.123	0.0228	0.222
combinational	1.05	1.10	0.549	2.16
sequential	0.0827	0.356	0.224	0.438
[cell type report]
cell class,count,area [sq um],area share (%)
well taps,52,65.1,3.49
repair buffers,37,305,16.4
flip-flops and latches,17,428,23.0
multi-input cells,109,983,52.8
clock buffers,4,45.0,2.42
inverters,7,36.3,1.95
[per-stage QoR]
step / util (%) / hold WS [ns] / area (sq um)
6_report: 42.8 / 0.490 / 1860
5_1_grt: 42.8 / 0.518 / 1860
4_1_cts: 42.5 / 0.499 / 1850
3_5_place_dp: 40.2 / 0.480 / 1750
3_3_place_gp: 40.2 / 0.471 / 1750
2_1_floorplan: - / 0.164 / 1440
Power and IR drop assume default switching activity.
