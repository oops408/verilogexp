--- design/flow/design.v ---
module sha256 (input clk, reset, input start,
               input [7:0] data_in,
               output reg [7:0] data_out,
               output reg busy,
               output reg done);
  reg [7:0] state[8];
  reg [31:0] message[16];
  reg [7:0] block_counter;
  reg [7:0] word_counter;
  reg [7:0] k[64];
  always @(posedge clk) begin
    if (reset) begin
      block_counter <= 8'b0;
      word_counter <= 8'b0;
      busy <= 1'b0;
      done <= 1'b0;
    end else if (start) begin
      busy <= 1'b1;
      message[word_counter] <= data_in;
      word_counter <= word_counter + 1;
      if (word_counter == 15) begin
        block_counter <= block_counter + 1;
        word_counter <= 8'b0;
      end
      if (block_counter == 8'b11111111) begin
        done <= 1'b1;
        busy <= 1'b0;
      end
    end
  end
  assign data_out = state[block_counter];
endmodule
--- design/flow/run.sh ---
#!/bin/bash
# OpenROAD 26Q1-2900-gdf79404cd8, Yosys 0.63+post, stock flow scripts
make -C /OpenROAD-flow-scripts/flow DESIGN_CONFIG=/design/flow/config.mk WORK_HOME=/design/flow/orfs finish
--- design/flow/config.mk ---
export PLATFORM = sky130hd
export DESIGN_NAME = sha256
export DESIGN_NICKNAME = sha256
export VERILOG_FILES = /design/flow/design.v
export SDC_FILE = /design/flow/constraint.sdc
export NUM_CORES = 4
export LEC_CHECK = 1
export CORE_AREA = 10 10 82 82
export DIE_AREA = 0 0 92 92
--- design/flow/constraint.sdc ---
current_design sha256

set clk_period 1.8
set clk_io_pct 0.2

create_clock -name clk0 -period $clk_period [get_ports {clk}]

set non_clock_inputs [all_inputs -no_clocks]
set_input_delay [expr $clk_period * $clk_io_pct] -clock clk0 $non_clock_inputs
set_output_delay [expr $clk_period * $clk_io_pct] -clock clk0 [all_outputs]
==> run summary <==
Here are the numbers from the latest Yosys + OpenROAD run.

Among cell families on the critical path, the largest total delay comes from simple AND/OR/NAND/NOR gates. The synth_stat.txt file lists the number of cells as 104. The detail route stage leaves a number of antenna-violating nets equal to 0. The flow ran to the end, and the final reports show no timing, DRC or antenna violations. The switching power share of the total came out at 19.7%. TritonCTS built the clock tree.

Per the gpl log, the routability congestion estimate is 0.745. The deepest level of the CTS H-tree came out at 1. The static leakage is 0.389 nW. The cell-internal power is 0.618 mW. The wire length of the first global-routing pass came out at 2.93 mm. The final worst hold slack came out at 485 ps. 21 I/O pins were placed. The initial detailed-routing violation count is 8. The critical path is of the flop to flop type. The shortest clock period the worst path allows after layout is 1740 ps. The maximum resistive drop on vdd is 0.000509 V. The number of global-route vias before repair was 707.

The antenna diode count came out at 0. The signed area change from the synthesized netlist to the final layout came out at 25.2%. The number of buffers inserted by hold repair at cts is 0. The remaining routing DRC violations came out at 0. The power per standard cell area came out at 677 mW/mm². At the floorplan stage, the core utilization is reported as 17.9%. The fraction of registers with async set or reset after synthesis came out at 0%. The number of warnings in the stage logs is 33. The library cell used as clock root buffer is sky130_fd_sc_hd__clkbuf_8. The synthesized cell area came out at 907 µm². In the finished design, the share of the clock period the worst path needs comes to 96.4%. Yosys printed 2 warnings. After Yosys synthesis, full adders, half adders and majority gates account for 2.76% of the synthesized area. The share of layout cells above drive strength 1 is 20.5%. The HPWL after detailed placement is 1.17 mm.

The clock drives 18 sinks. The number of buffers and inverters on the critical path is 1. The top achievable clock speed came out at 576 MHz.

After detailed placement, the design holds a cell count of 181. The number of antenna violations at the first check in global routing is 0. The clock network power share is 42.0%. Dividing the detail-routed via count by the number of cells gives 3.93. The data required time of the critical path is 1940 ps.

The placed instances occupy a cell area of 0.00104 mm². The quantity of I/O buffers inserted on ports is 4. Combinational logic burns 4.8% of the power.

The sequential group share of total power came out at 53.2%. The chip area from the yosys synthesis statistics is 907 µm². The xor and xnor area share after synthesis is 2.90%. The final timing report lists clock skew as 1.16 ps.

The largest net degree at the start of global routing is 16. The floorplan row count came out at 26. The clock tree buffer depth is 2. The count of flip-flops with a built-in enable after synthesis came out at 0. In the final report, the number of pins over their slew limit comes to 0. The number of maximum-capacitance constraint violations came out at 0. The synthesis stat section lists a flop and latch total of 18. The all-layer global routing usage came out at 3.87%. The area of the chip is 0.00846 mm².

The count of unique library cells instantiated by Yosys came out at 28. The first detailed-routing pass took 4 iterations. The largest fanout of any net on the critical path came out at 13. Summed over all layers, the routed wires come to 1.66 mm. The share of the yosys chip area belonging to registers came out at 39.7%.

The cell area after layout is 0.00114 mm². In this run the worst hold path is classified as flop to flop. The floorplan step set the die width to 92 µm.

The cell sequence reported for the critical path is or4_1 > buf_6 > nor4_2 > mux2_2. The y dimension of the die came out at 92 µm. The switching component of the power is 0.151 mW. The multiplexer area fraction after synthesis came out at 4.83%. The instance count of the mapped netlist came out at 104. The total grt overflow came out at 0.

For reference, simple AND, OR, NAND and NOR cells occupy 25.5% of the area reported after synthesis. The leading register cell type out of synthesis is sky130_fd_sc_hd__dfxtp_1. The clock insertion delay at the later pin of the skew report came out at 250 ps. The worst setup path is launched from a flop. The total core area is 0.00507 mm². The final count of negative-setup-slack endpoints is 0. The cell-mix breakdown from Yosys lists the compound-gate area share as 12.1%. The final non-filler cell total is 187. Detailed routing inserted a total of 735 vias. The largest stage delay on the critical path is 530 ps. The endpoint kind of the worst setup timing path is a flop. Grouping non-sequential cells by family puts the most area in simple AND/OR/NAND/NOR gates. A synthesized cell averages 8.72 µm². The final hold violation count is 0. The data arrival time at the worst-slack endpoint is 1880 ps. The register clock-pin slew on the reported worst setup and hold paths is 70 ps.

Per the TritonCTS log, the buffer count is 3. The slowest stage of the critical path belongs to the cell sky130_fd_sc_hd__or4_1. The script logs the mean routed wire length per placed instance as 8.86 µm.
## metrics by stage
step | setup slack [ps] | total power, mW | utilization [%] | setup TNS (ps)
2_1_floorplan | 26.0 | 0.451 | - | 0
3_3_place_gp | -98.3 | 0.455 | 20.5 | -330
3_5_place_dp | -106 | 0.456 | 20.5 | -381
4_1_cts | 1.01 | 0.786 | 21.6 | 0
5_1_grt | -0.0682 | 0.806 | 22.4 | -0.0682
6_report | 64.4 | 0.769 | 22.4 | 0
## logic make-up after synthesis
kind of cell	after synthesis
compound gates	19
xor+xnor	3
fa+ha+maj	2
buf+inv	17
flops	18
mux	4
other cells	1
simple gates	40
## power groups by stage
stage     clock [mW]  combinational (mW)  sequential (mW)
4_1_cts        0.338              0.0381            0.409
5_1_grt        0.353              0.0427            0.410
6_report       0.323              0.0366            0.410
## worst reg2reg max path, cell delays in order, from the launching register on
cell and delay [ps]:
sky130_fd_sc_hd__dfxtp_1 310, sky130_fd_sc_hd__or4_1 530, sky130_fd_sc_hd__buf_6 170, sky130_fd_sc_hd__nor4_2 270
sky130_fd_sc_hd__mux2_2 350
## registers in the layout, indices dropped and copies added (netlist names)
signal,flops
busy,1
word_counter,8
block_counter,8
done,1
## path summary, 6_finish.rpt
check / start / to / slack, ps / depth (start not counted)
max reg2reg: word_counter[4] / block_counter[6] / 60 / 4
min: done / done / 480 / 1
max: word_counter[4] / block_counter[6] / 60 / 4
min reg2reg: done / done / 480 / 1
## synth_stat cells (4+ instances only)
library cell	instances	area share, %
sky130_fd_sc_hd__a21oi_1	9	5.0
sky130_fd_sc_hd__or3_1	5	3.4
sky130_fd_sc_hd__nand4_1	5	3.4
sky130_fd_sc_hd__or4_1	4	3.3
sky130_fd_sc_hd__o21ai_0	5	2.8
sky130_fd_sc_hd__nand2_1	6	2.5
sky130_fd_sc_hd__buf_4	8	6.6
sky130_fd_sc_hd__dfxtp_1	18	40
sky130_fd_sc_hd__nor2_1	8	3.3
## final cells by class
type	count	area, µm²
fillers	583	3940
inverters	3	11.3
multi-input cells	76	488
well taps	70	87.6
clock buffers	4	55.1
repair buffers	16	134
flip-flops and latches	18	360
## repair_timing
item | CTS | global route
buffers inserted | 0 | 2
setup endpoints to repair | 0 | 2
gates resized | 0 | 4
## per-layer routing
layer | GRT usage, % | vias up | wire (µm)
met1 | 5.19 | 344 | 811
met5 | 0 | - | 0
met4 | 0.643 | 0 | 0
met2 | 6.18 | 14 | 757
met3 | 1.07 | 0 | 87
li1 | - | 377 | -
## layout by cell type, fill, tap and decap left out, types with 4 or more instances in the layout
cell type,n
sky130_fd_sc_hd__a21oi_1,9
sky130_fd_sc_hd__buf_4,11
sky130_fd_sc_hd__clkbuf_8,4
sky130_fd_sc_hd__clkdlybuf4s50_1,4
sky130_fd_sc_hd__conb_1,8
sky130_fd_sc_hd__dfxtp_1,18
sky130_fd_sc_hd__nand2_1,6
sky130_fd_sc_hd__nand4_1,5
sky130_fd_sc_hd__nor2_1,8
sky130_fd_sc_hd__o21ai_0,5
sky130_fd_sc_hd__or3_1,5
sky130_fd_sc_hd__or4_1,4
Power and IR drop assume default switching activity.
